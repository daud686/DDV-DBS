$ cat flow/config.mk
export PLATFORM = sky130hd
export DESIGN_NAME = axi_lite_slave
export DESIGN_NICKNAME = axi_lite_slave
export VERILOG_FILES = /design/flow/design.v
export SDC_FILE = /design/flow/constraint.sdc
export NUM_CORES = 4
export LEC_CHECK = 1
export CORE_UTILIZATION = 40
$ cat flow/constraint.sdc
current_design axi_lite_slave

set clk_period 10.4
set clk_io_pct 0.2

create_clock -name clk0 -period $clk_period [get_ports {aclk}]

set non_clock_inputs [all_inputs -no_clocks]
set_input_delay [expr $clk_period * $clk_io_pct] -clock clk0 $non_clock_inputs
set_output_delay [expr $clk_period * $clk_io_pct] -clock clk0 [all_outputs]
$ cat flow/design.v
interface cache_controller_if(input logic clk, input logic reset);
    logic read;
    logic write;
    logic flush;
    logic [31:0] address;
    logic [31:0] write_data;
    logic [31:0] read_data;
    logic hit;
    logic miss;
    logic ready;
    logic mem_read;
    logic mem_write;
    logic [31:0] mem_address;
    logic [31:0] mem_write_data;
    logic [31:0] mem_read_data;
    modport DUT (input clk, reset, read, write, flush, address, write_data, mem_read_data,
                 output read_data, hit, miss, ready, mem_read, mem_write, mem_address, mem_write_data);
    modport TB (output clk, reset, read, write, flush, address, write_data, mem_read_data,
                input read_data, hit, miss, ready, mem_read, mem_write, mem_address, mem_write_data);
endinterface
interface spi_if;
  logic       clk;
  logic       rst_n;
  logic [7:0] tx_data;
  logic [7:0] rx_data;
  logic       start_transaction;
  logic       transaction_done;
  logic       sclk;
  logic       mosi;
  logic       miso;
  logic       ss_n;
endinterface
`timescale 1ns / 1ps
module axi_lite_slave (
    input  logic        aclk,     
    input  logic        aresetn,  
    input  logic [31:0] araddr,   
    input  logic        arvalid,  
    output logic        arready,  
    output logic [31:0] rdata,    
    output logic [1:0]  rresp,    
    output logic        rvalid,   
    input  logic        rready,   
    input  logic [31:0] awaddr,   
    input  logic        awvalid,  
    output logic        awready,  
    input  logic [31:0] wdata,    
    input  logic [3:0]  wstrb,    
    input  logic        wvalid,   
    output logic        wready,   
    output logic [1:0]  bresp,    
    output logic        bvalid,   
    input  logic        bready    
);
    logic [31:0] control_reg;   
    logic [31:0] status_reg;    
    logic [31:0] data_reg_0;    
    logic [31:0] data_reg_1;    
    logic [31:0] read_addr;    
    logic [31:0] write_addr;   
    logic [31:0] write_data;   
    logic [3:0]  write_strb;   
    typedef enum logic [1:0] {IDLE, TRANSFER, RESPONSE} state_t;
    state_t read_state, write_state;
    always_ff @(posedge aclk or negedge aresetn) begin
        if (!aresetn) begin
            arready <= 1'b0;
            rvalid  <= 1'b0;
            rresp   <= 2'b00;
            read_state <= IDLE;
        end else begin
            case (read_state)
                IDLE: begin
                    arready <= 1'b1;
                    rvalid  <= 1'b0;
                    if (arvalid) begin
                        read_addr <= araddr;
                        arready <= 1'b0;
                        read_state <= TRANSFER;
                    end
                end
                TRANSFER: begin
                    case (read_addr)
                        32'h0000_0000: rdata <= control_reg;
                        32'h0000_0004: rdata <= status_reg;
                        32'h0000_0008: rdata <= data_reg_0;
                        32'h0000_000C: rdata <= data_reg_1;
                        default: begin
                            rdata <= 32'h0000_0000;
                            rresp <= 2'b10;  
                        end
                    endcase
                    rvalid <= 1'b1;
                    read_state <= RESPONSE;
                end
                RESPONSE: begin
                    if (rready) begin
                        rvalid <= 1'b0;
                        read_state <= IDLE;
                    end
                end
            endcase
        end
    end
    always_ff @(posedge aclk or negedge aresetn) begin
        if (!aresetn) begin
            awready <= 1'b0;
            wready  <= 1'b0;
            bvalid  <= 1'b0;
            bresp   <= 2'b00;
            write_state <= IDLE;
        end else begin
            case (write_state)
                IDLE: begin
                    awready <= 1'b1;
                    if (awvalid) begin
                        write_addr <= awaddr;
                        awready <= 1'b0;
                        write_state <= TRANSFER;
                    end
                end
                TRANSFER: begin
                    wready <= 1'b1;
                    if (wvalid) begin
                        write_data <= wdata;
                        write_strb <= wstrb;
                        wready <= 1'b0;
                        case (write_addr)
                            32'h0000_0000: if (write_strb[0]) control_reg <= write_data;
                            32'h0000_0004: if (write_strb[0]) status_reg <= write_data;
                            32'h0000_0008: if (write_strb[0]) data_reg_0 <= write_data;
                            32'h0000_000C: if (write_strb[0]) data_reg_1 <= write_data;
                            default: bresp <= 2'b10;  
                        endcase
                        write_state <= RESPONSE;
                    end
                end
                RESPONSE: begin
                    bvalid <= 1'b1;
                    if (bready) begin
                        bvalid <= 1'b0;
                        write_state <= IDLE;
                    end
                end
            endcase
        end
    end
endmodule
$ cat flow/run.sh
#!/bin/bash
# OpenROAD 26Q1-2900-gdf79404cd8, Yosys 0.63+post, stock flow scripts
make -C /OpenROAD-flow-scripts/flow DESIGN_CONFIG=/design/flow/config.mk WORK_HOME=/design/flow/orfs finish
==> flow_metrics.env <==
# source this file to load flow results
export IMPL_status="finished clean"
export IMPL_setup_viol=0
export IMPL_cp_max_fo=32
export IMPL_tool_warnings=28
export IMPL_drc=0
export IMPL_drive_above_1_share=0.1653
export IMPL_cts_htree_levels=1
export IMPL_rsz0062_at_grt="no"
export IMPL_finalWirelength_um=15520
export IMPL_ant_nets=0
export IMPL_dp_hpwl_um=8848
export IMPL_tns_ns=0
export IMPL_cp_arrival_ns=4.18
export IMPL_ctsHoldBuffers=0
export IMPL_wl_per_cell_um=16.91
export IMPL_cts_resized=0
export IMPL_grt_max_degree=34
export IMPL_ys_cells=412
export IMPL_fp_dieH_um=155.3
export IMPL_critPathMaxStageDelay_ns=0.91
export IMPL_cts_tree="done"
export IMPL_slew_violations=0
export IMPL_r2r_end="data_reg_1[0]$_DFFE_PP_"
export IMPL_end_kind="register"
export IMPL_ys_seq_frac=0.8564
export IMPL_cts_buffers=28
export IMPL_crit_path_top_delay_cell="clkdlybuf4s50_1"
export IMPL_fmax_mhz=249.3
export IMPL_hold_end="rresp[1]$_DFFE_PN0P_"
export IMPL_ys_area_um2=9394
export IMPL_power_density_nw_per_um2=188.5
export IMPL_hold_path_depth=1
export IMPL_via_count=4263
export IMPL_yosys_warnings=1
export IMPL_hold_viol=0
export IMPL_synth_edff_count=257
export IMPL_critPathRequiredTime_ns=10.57
export IMPL_synth_flops=270
export IMPL_ir_drop_v=0.0001684
export IMPL_initialDrtViolationCount=160
export IMPL_synthTopCellsByCount="edfxtp_1 (257), mux4_2 (32), nor2b_1 (29), nor4_1 (17), nand2_1 (15)"
export IMPL_final_core_util=0.5381
export IMPL_clk_pin_slew_worst_paths_ns=0.06
export IMPL_top_area_cell="edfxtp_1"
export IMPL_grt_pass1_vias=4592
export IMPL_track_usage=0.1464
export IMPL_dr_pass1_iters=4
export IMPL_n_antenna_cell=0
export IMPL_io_pins=148
export IMPL_timing_rr_start="write_addr[4]$_DFFE_PP_"
export IMPL_antenna_found_initial=0
export IMPL_skew_ns=0.01148
export IMPL_core_area_um2=22850
export IMPL_area_growth_syn_to_layout_pct=30.86
export IMPL_root_buffer="clkbuf_16"
export IMPL_top_area_frac=0.8215
export IMPL_min_path_type="reg2reg"
export IMPL_reg2reg_depth=5
export IMPL_clk_latency_ns=0.53
export IMPL_avgSynthCellArea_um2=22.80
export IMPL_synth_async_reset_ratio=0.04815
export IMPL_max_slew_margin=0.5400
export IMPL_grt_pass1_wl_um=23890
export IMPL_critPathLaunchType="input pin"
export IMPL_synth_area_top_cells="edfxtp_1 (82%), mux4_2 (7.7%), dfrtp_1 (2.9%)"
export IMPL_die_x_um=155.3
export IMPL_syn_inst=412
export IMPL_clockBufferDepth=3
export IMPL_ys_types=29
export IMPL_r2r_slack_ns=7.85
export IMPL_port_buffers=142
export IMPL_chip_area_um2=24100
export IMPL_holdCritStartpoint="rresp[1]$_DFFE_PN0P_"
export IMPL_vias_per_cell=4.644
export IMPL_overflow=0
export IMPL_fin_crit_sh=0.3858
export IMPL_power_leakage_uw=0.004089
export IMPL_min_period_ns=4.012
export IMPL_synth_area_um2=9394
export IMPL_synth_dominant_cell_count="edfxtp_1"
export IMPL_fp_util=0.4112
export IMPL_cp_cell_sequence="clkdlybuf4s50_1 -> nand3_1 -> nor4_2 -> buf_4"
export IMPL_tightest_slew_ns=0.6879
export IMPL_critical_path_class="in2reg"
export IMPL_cap_violations=0
export IMPL_gp_congestion=0.7754
export IMPL_fp_row_count=55
export IMPL_cts_sinks=270
export IMPL_synthFlopType="edfxtp_1"
export IMPL_post_cts_buffers=0
per-layer routing:
| layer | global-route usage | vias to the layer above | part of all wire |
|---|---|---|---|
| met5 | 0 | - | 0 |
| met4 | 0.03688 | 0 | 0.029 |
| met3 | 0.07064 | 33 | 0.11 |
| met2 | 0.2265 | 195 | 0.49 |
| met1 | 0.2031 | 2032 | 0.37 |
| li1 | - | 2003 | - |
report_power, final:
part	switching (uW)	leakage (uW)	internal, uW	total (uW)
clock network	403	0.000508	695	1100
registers	0	0.00254	1180	1180
logic	7.33	0.00104	33.7	41.0
total	410	0.00409	1910	2320
cells by family (layout without fill, tap and decap cells):
kind of cell	after synthesis	count (layout)	share of synthesized area
compound gates	9	9	0.006126
flops	270	270	0.8564
other cells	1	2	0.0003992
simple gates	80	80	0.05008
buf+inv	20	212	0.01025
mux	32	32	0.07672
cell type report:
type / instances / area, um2
clock buffers: 29 / 704.4
clock inverters: 23 / 342.8
fillers: 1740 / 10550
inverters: 8 / 30.03
multi-input cells: 123 / 1282
flip-flops and latches: 270 / 8045
well taps: 313 / 391.6
repair buffers: 152 / 1496
worst max-delay path, delay by kind of cell:
family | cells | cell delay [ns]
buffers and inverters | 2 | 1.40
AND/OR/NAND/NOR | 2 | 0.68
worst max-delay path by stage:
| stage | cells after the start | start | end | slack [ns] |
|---|---|---|---|---|
| CTS | 4 | aresetn | data_reg_1[0]$_DFFE_PP_ | 6.37 |
| global route | 4 | aresetn | data_reg_1[0]$_DFFE_PP_ | 6.20 |
| finish | 4 | aresetn | data_reg_1[0]$_DFFE_PP_ | 6.39 |
cells in the final DEF, fill, tap and decap left out, types with 2 or more instances in the layout:
cell,Yosys,layout
a21o_1,2,2
and2b_1,3,3
and3_1,2,2
buf_4,2,10
bufinv_16,0,8
clkbuf_16,0,28
clkdlybuf4s50_1,0,142
clkinv_1,0,3
clkinv_2,0,5
clkinv_4,0,2
clkinvlp_4,0,2
conb_1,1,2
dfrtp_1,11,11
dfstp_2,2,2
edfxtp_1,257,257
inv_1,8,7
inv_6,0,2
mux4_2,32,32
nand2_1,15,15
nand2b_1,5,5
nor2b_1,29,29
nor4_1,17,13
nor4_2,0,4
o21ai_0,4,4
per-stage QoR:
| step | instances | power (uW) | worst slack [ns] | area (um2) | hold WS, ns |
|---|---|---|---|---|---|
| 3_5_place_dp | 866 | 1243 | 5.823 | 11250 | 0.4747 |
| 5_1_grt | 918 | 2390 | 6.205 | 12290 | 0.5060 |
| 6_report | 918 | 2317 | 6.388 | 12290 | 0.4844 |
| 4_1_cts | 918 | 2347 | 6.375 | 12290 | 0.4886 |
| 2_1_floorplan | 413 | 1203 | 4.538 | 9398 | 0.4044 |
| 3_3_place_gp | 866 | 1242 | 5.843 | 11250 | 0.4668 |
Power and IR drop assume default switching activity.
