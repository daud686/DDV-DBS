File: flow/config.mk
export PLATFORM = sky130hd
export DESIGN_NAME = cache_controller
export DESIGN_NICKNAME = cache_controller
export VERILOG_FILES = /design/flow/design.v
export SDC_FILE = /design/flow/constraint.sdc
export NUM_CORES = 4
export LEC_CHECK = 1
export CORE_UTILIZATION = 50
File: flow/design.v
interface cache_controller_if(input logic clk, input logic reset);
    logic read;
    logic write;
    logic flush;
    logic [31:0] address;
    logic [31:0] write_data;
    logic [31:0] read_data;
    logic hit;
    logic miss;
    logic ready;
    logic mem_read;
    logic mem_write;
    logic [31:0] mem_address;
    logic [31:0] mem_write_data;
    logic [31:0] mem_read_data;
    modport DUT (input clk, reset, read, write, flush, address, write_data, mem_read_data,
                 output read_data, hit, miss, ready, mem_read, mem_write, mem_address, mem_write_data);
    modport TB (output clk, reset, read, write, flush, address, write_data, mem_read_data,
                input read_data, hit, miss, ready, mem_read, mem_write, mem_address, mem_write_data);
endinterface
interface spi_if;
  logic       clk;
  logic       rst_n;
  logic [7:0] tx_data;
  logic [7:0] rx_data;
  logic       start_transaction;
  logic       transaction_done;
  logic       sclk;
  logic       mosi;
  logic       miso;
  logic       ss_n;
endinterface
module cache_controller (
    input logic clk,
    input logic reset,
    input logic read,
    input logic write,
    input logic flush,
    input logic [31:0] address,
    input logic [31:0] write_data,
    output logic [31:0] read_data,
    output logic hit,
    output logic miss,
    output logic ready,
    output logic mem_read,
    output logic mem_write,
    output logic [31:0] mem_address,
    output logic [31:0] mem_write_data,
    input logic [31:0] mem_read_data
);
    parameter IDLE = 3'b000, CHECK_CACHE = 3'b001, CACHE_HIT = 3'b010, CACHE_MISS = 3'b011, FETCH_FROM_MEM = 3'b100, UPDATE_CACHE = 3'b101, WRITE_BACK = 3'b110, FLUSH_CACHE = 3'b111, FLUSH_NEXT = 4'b1000;
    logic [3:0] state, next_state;   
    logic [31:0] cache_mem [0:255];       
    logic [31:0] tag_mem [0:255];         
    logic valid_mem [0:255];              
    logic dirty_mem [0:255];              
    logic [7:0] cache_index;
    logic [23:0] tag;
    logic hit_flag;
    always_ff @(posedge clk or posedge reset) begin
        if (reset) begin
            state <= IDLE;
            cache_index <= 8'b0;
        end else begin
            state <= next_state;
            if (state == FLUSH_NEXT) begin
                cache_index <= cache_index + 1;
            end else if (state == IDLE && (read || write)) begin
                cache_index <= address[9:2];
                tag <= address[31:10];
            end
        end
    end
    always_comb begin
        next_state = state;
        case (state)
            IDLE: begin
                if (flush) begin
                    next_state = FLUSH_CACHE;
                end else if (read || write) begin
                    next_state = CHECK_CACHE;
                end
            end
            CHECK_CACHE: begin
                if (hit_flag) begin
                    next_state = CACHE_HIT;
                end else begin
                    next_state = CACHE_MISS;
                end
            end
            CACHE_HIT: begin
                next_state = IDLE;
            end
            CACHE_MISS: begin
                if (dirty_mem[cache_index]) begin
                    next_state = WRITE_BACK;
                end else begin
                    next_state = FETCH_FROM_MEM;
                end
            end
            WRITE_BACK: begin
                next_state = FETCH_FROM_MEM;
            end
            FETCH_FROM_MEM: begin
                next_state = UPDATE_CACHE;
            end
            UPDATE_CACHE: begin
                next_state = IDLE;
            end
            FLUSH_CACHE: begin
                next_state = FLUSH_NEXT;
            end
            FLUSH_NEXT: begin
                if (cache_index < 8'd255) begin
                    next_state = FLUSH_CACHE;
                end else begin
                    next_state = IDLE;
                end
            end
        endcase
    end
    always_comb begin
        hit_flag = (tag_mem[cache_index] == tag) && valid_mem[cache_index];
    end
    always_ff @(posedge clk or posedge reset) begin
        if (reset) begin
            read_data <= 32'b0;
            hit <= 1'b0;
            miss <= 1'b0;
            ready <= 1'b0;
            mem_read <= 1'b0;
            mem_write <= 1'b0;
            mem_address <= 32'b0;
            mem_write_data <= 32'b0;
        end else begin
            case (state)
                IDLE: begin
                    ready <= 1'b1;
                    hit <= 1'b0;
                    miss <= 1'b0;
                end
                CHECK_CACHE: begin
                    ready <= 1'b0;
                    if (hit_flag) begin
                        read_data <= cache_mem[cache_index];
                        hit <= 1'b1;
                    end else begin
                        miss <= 1'b1;
                    end
                end
                CACHE_HIT: begin
                    if (write) begin
                        cache_mem[cache_index] <= write_data;
                        dirty_mem[cache_index] <= 1'b1;
                    end
                    ready <= 1'b1;
                end
                CACHE_MISS: begin
                    ready <= 1'b0;
                end
                WRITE_BACK: begin
                    mem_write <= 1'b1;
                    mem_address <= {tag_mem[cache_index], cache_index, 2'b00};
                    mem_write_data <= cache_mem[cache_index];
                end
                FETCH_FROM_MEM: begin
                    mem_write <= 1'b0;
                    mem_read <= 1'b1;
                    mem_address <= address;
                end
                UPDATE_CACHE: begin
                    mem_read <= 1'b0;
                    cache_mem[cache_index] <= mem_read_data;
                    tag_mem[cache_index] <= tag;
                    valid_mem[cache_index] <= 1'b1;
                    dirty_mem[cache_index] <= 1'b0;
                    ready <= 1'b1;
                end
                FLUSH_CACHE: begin
                    if (dirty_mem[cache_index]) begin
                        mem_write <= 1'b1;
                        mem_address <= {tag_mem[cache_index], cache_index, 2'b00};
                        mem_write_data <= cache_mem[cache_index];
                        dirty_mem[cache_index] <= 1'b0;
                    end
                end
            endcase
        end
    end
endmodule
File: flow/constraint.sdc
current_design cache_controller

set clk_period 38.8
set clk_io_pct 0.2

create_clock -name clk0 -period $clk_period [get_ports {clk}]

set non_clock_inputs [all_inputs -no_clocks]
set_input_delay [expr $clk_period * $clk_io_pct] -clock clk0 $non_clock_inputs
set_output_delay [expr $clk_period * $clk_io_pct] -clock clk0 [all_outputs]
File: flow/run.sh
#!/bin/bash
# OpenROAD 26Q1-2900-gdf79404cd8, Yosys 0.63+post, stock flow scripts
make -C /OpenROAD-flow-scripts/flow DESIGN_CONFIG=/design/flow/config.mk WORK_HOME=/design/flow/orfs finish
==> metrics.yaml <==
rows: 377
h-tree-depth: 7
ys_cells: 30800
ys_ff: 14200
gp_congestion: 1.54
yosys_warnings: 5
clock-sinks: 14200
ys_seq_share_pct: 80.7
postCtsHoldBufs: 0
synth-edff-count: 14100
grt_max_degree: 101
synthCells: 30800
outcome: "stopped before the end"
post-place-ws_ps: 23970
avgSynthCellArea_um2: 17.2
clk_path_buf_depth: 6
hpwl_mm: 3380
synthArstFlopShare_pct: 0.830
grt_pass1_wl_mm: 6730
ctsResizeCount: 0
cts_setup_buffers: 0
lastStage: "global routing (5_1_grt)"
error: "[ERROR GRT-0116] Global routing finished with congestion. Check the congestion regions in the DRC Viewer."
grt_usage_pct: 108
ios: 202
synth-main-ff-cell: "edfxtp_1"
grt_remaining_overflow: 96400
ys_chip_area_um2: 528000
port_buffers: 201
clock-root-buffer: "clkbuf_16"
cts_made_buffers: 1492
die_w_mm: 1.03
die_h_mm: 1.03
ys_types: 92
grt_pass1_vias: 593000
syn_area_um2: 528000
fp_util_pct: 50.1
## cells in the mapped netlist, types with 373 or more instances
library cell / count / area (um^2)
buf_1: 512 / 1920
clkbuf_1: 1305 / 4900
nand3_1: 795 / 3980
nand4_1: 809 / 5060
a21oi_1: 491 / 2460
nor4_1: 382 / 2390
nor2_1: 1047 / 3930
nand2_1: 1789 / 6720
a22oi_1: 5409 / 40600
nor3_1: 373 / 1870
edfxtp_1: 14100 / 423000
a22o_1: 396 / 3470
## cells by family after synthesis
family,after synthesis,synth area share (%)
flip-flops,14200,80.7
AND-OR/OR-AND,8080,11.4
XOR/XNOR,13,0.0215
multiplexers,298,0.604
adder cells (fa/ha/maj),4,0.00947
AND/OR/NAND/NOR,5962,5.60
buffers and inverters,2179,1.64
## metrics by stage
| stage | cell area [um^2] | instances | utilization (%) | hold WS, ps |
|---|---|---|---|---|
| after global placement | 578000 | 46800 | 54.9 | 506 |
| after CTS | 625000 | 49500 | 59.3 | 492 |
| after floorplan | 528000 | 30800 | - | 352 |
| after detailed placement | 578000 | 46800 | 54.9 | 483 |
## routing by layer
metal / GRT overflow / global-route usage [%]
met2: 47200 / 119
met5: 1476 / 95.1
met4: 11400 / 104
met1: 23100 / 106
met3: 13300 / 101
