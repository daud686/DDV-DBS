===== ./config.mk =====
export PLATFORM = sky130hd
export DESIGN_NAME = fifo_queue
export DESIGN_NICKNAME = fifo_queue
export VERILOG_FILES = /design/flow/design.v
export SDC_FILE = /design/flow/constraint.sdc
export NUM_CORES = 4
export LEC_CHECK = 1
export CORE_UTILIZATION = 50

===== ./constraint.sdc =====
current_design fifo_queue

set clk_period 2.6
set clk_io_pct 0.2

create_clock -name clk0 -period $clk_period [get_ports {clk}]

set non_clock_inputs [all_inputs -no_clocks]
set_input_delay [expr $clk_period * $clk_io_pct] -clock clk0 $non_clock_inputs
set_output_delay [expr $clk_period * $clk_io_pct] -clock clk0 [all_outputs]

===== ./design.v =====
interface cache_controller_if(input logic clk, input logic reset);
    logic read;
    logic write;
    logic flush;
    logic [31:0] address;
    logic [31:0] write_data;
    logic [31:0] read_data;
    logic hit;
    logic miss;
    logic ready;
    logic mem_read;
    logic mem_write;
    logic [31:0] mem_address;
    logic [31:0] mem_write_data;
    logic [31:0] mem_read_data;
    modport DUT (input clk, reset, read, write, flush, address, write_data, mem_read_data,
                 output read_data, hit, miss, ready, mem_read, mem_write, mem_address, mem_write_data);
    modport TB (output clk, reset, read, write, flush, address, write_data, mem_read_data,
                input read_data, hit, miss, ready, mem_read, mem_write, mem_address, mem_write_data);
endinterface
interface spi_if;
  logic       clk;
  logic       rst_n;
  logic [7:0] tx_data;
  logic [7:0] rx_data;
  logic       start_transaction;
  logic       transaction_done;
  logic       sclk;
  logic       mosi;
  logic       miso;
  logic       ss_n;
endinterface
`timescale 1ns / 1ps
module fifo_queue #(parameter DEPTH = 8, WIDTH = 8) (
    input logic clk,
    input logic rst,
    input logic enq,
    input logic deq,
    input logic [WIDTH-1:0] data_in,
    output logic [WIDTH-1:0] data_out,
    output logic full,
    output logic empty
);
    logic [WIDTH-1:0] mem [DEPTH-1:0];
    logic [$clog2(DEPTH):0] rd_ptr, wr_ptr, count;
    assign full = (count == DEPTH);
    assign empty = (count == 0);
    always_ff @(posedge clk or posedge rst) begin
        if (rst) begin
            rd_ptr <= 0;
            wr_ptr <= 0;
            count <= 0;
        end else begin
            if (enq && !full) begin
                mem[wr_ptr] <= data_in;
                wr_ptr <= wr_ptr + 1;
                count <= count + 1;
            end
            if (deq && !empty) begin
                data_out <= mem[rd_ptr];
                rd_ptr <= rd_ptr + 1;
                count <= count - 1;
            end
        end
    end
endmodule

===== ./run.sh =====
#!/bin/bash
# OpenROAD 26Q1-2900-gdf79404cd8, Yosys 0.63+post, stock flow scripts
make -C /OpenROAD-flow-scripts/flow DESIGN_CONFIG=/design/flow/config.mk WORK_HOME=/design/flow/orfs finish

==> out/summary.log <==
INFO  layout         flop_area=0.002412mm2
INFO  timing         finalSetupTns=0ns
INFO  floorplan      rows=29
INFO  worst_setup_path crit_required=2.08ns
INFO  route          route.detailed.wl_per_inst=19.33um
INFO  global_routing tot_gr_track_use=21.15%
INFO  yosys          synth-seq-area-share=72.26%
INFO  clock_network  tritoncts.num_buffers=9
INFO  placed_design  gpl.final_weighted_congestion=0.9138
INFO  worst_setup_path worst_path_dominant_cell_family=simple AND/OR/NAND/NOR gates
INFO  layout         final.fill_count=442
INFO  clock_network  cts_hold_buffers=0
INFO  floorplan      placeableCoreArea=0.006386mm2
INFO  layout         postLayoutCoreUtil=61.70%
INFO  yosys          yosys_area=0.003338mm2
INFO  run_status     status=complete, no violations
INFO  global_routing via_count_of_the_first_global_routing_pass=1971
INFO  floorplan      ios=22
INFO  floorplan      floorplan.core_util=52.27%
INFO  clock_network  clock_tree_from_tritoncts=done
INFO  yosys          synth.cellmix.simpleShare=6.784%
INFO  min_path       worst_hold_startpoint=rd_ptr[0]
INFO  timing         unrepaired_setup_endpoints_after_global_routing=false
INFO  yosys          muxShareOfSynthArea=2.736%
INFO  yosys          synthesis.area=0.003338mm2
INFO  min_path       worstHoldPathType=reg2reg
INFO  timing         worst_clock_skew_on_the_final_layout=0.007144ns
INFO  floorplan      die_x=83.71um
INFO  worst_setup_path critPathLaunch=count[1]
INFO  clock_network  tritoncts_num_sinks=82
INFO  route          vias=1901
INFO  worst_setup_path critical_path.startpoint_type=flip-flop
INFO  yosys          postSynthRegisterBits=82
INFO  floorplan      floorplan.die_area=0.007007mm2
INFO  route          drt-vias-per-instance=5.726
INFO  power          total_power_density_per_cell_area=1017mW/mm2
INFO  placed_design  port_buffers=21
INFO  global_routing wire_length_of_the_first_global_routing_pass=10140um
INFO  timing         max-slew-margin-rel=62.42%
INFO  yosys          post_synth_inst_count=210
INFO  worst_setup_path path_cells=or4b_4 > inv_1 > clkdlybuf4s50_1
INFO  job            warning_count=33
INFO  power          vdd_ir_drop_max=0.6046mV
INFO  worst_setup_path crit_fanout=5
INFO  placed_design  hpwl=4298um
INFO  route          first_iter_violations=155
INFO  route          detail_route.wirelength=6418um
INFO  worst_setup_path worstSetupPathType=reg2out
INFO  yosys          yosys.area_share.adder=5.847%
INFO  timing         timing.final.crit_share=93.45%
INFO  clock_network  clock-root-buffer=clkbuf_8
INFO  timing         setup_viol_count_final=0
INFO  worst_setup_path startpoint_of_the_worst_register_to_register_path=count[3]
INFO  worst_setup_path worst-path-buf-inv=2
INFO  yosys          top_logic_kind=AND-OR/OR-AND gates
INFO  route          number_of_drc_violations_after_detailed_routing=0
INFO  placed_design  numPlacedInstances=316
INFO  clock_network  post_cts.repair.setup_buffers=0
INFO  global_routing grt_antenna_before_repair=0
INFO  yosys          synthesis.area_per_instance=15.90um2
INFO  clock_network  ctsLongestPathBuffers=2
INFO  yosys          synth.cellmix.compoundShare=8.921%
INFO  layout         stdcell_count=332
INFO  worst_setup_path max_stage_delay_cell_worst_path=or4b_4
INFO  worst_setup_path setup.worst_path.end_class=output pin
INFO  job            cap_violations=0
INFO  timing         min_period=2.430ns
INFO  yosys          synthXorXnorAreaFrac=1.312%
INFO  yosys          synth.yosys.num_cells=210
INFO  worst_setup_path worst_ep_arrival_time=1.91ns
INFO  yosys          synthDistinctLibCells=33
INFO  clock_network  clk_pin_slew_worst_paths=0.08ns
INFO  global_routing largest_net_degree_at_the_start_of_global_routing=16
INFO  timing         timing.final.max_slew_violations=0
INFO  layout         synthToLayoutAreaGrowth=18.03%
INFO  route          antenna_cells_inserted=0
INFO  floorplan      die.size.y=83.71um
INFO  global_routing gr-total-overflow=0
INFO  timing         number_of_failing_hold_endpoints_at_the_final_stage=0
INFO  timing         max_clock_freq=411.6MHz
INFO  worst_setup_path worst_path_largest_cell_delay=0.60ns
INFO  layout         final_layout_size_suffix_gt1_share=15.29%
INFO  route          first_pass_iters=5
INFO  clock_network  clock.latency.late_pin=0.33ns
INFO  route          number_of_antenna_violating_nets_in_the_routed_design=0
INFO  yosys          synth-warning-count=2
INFO  timing         worst_pin_slew=0.5626ns
INFO  power          cellLeakagePower=0.001459uW
INFO  clock_network  htreeDepth=3
INFO  layout         logic_area=865.8um2
==> what timing repair did <==
| item | CTS | global route |
|---|---|---|
| gates resized | 1 | 0 |
| endpoints found under the setup margin | 1 | 0 |
| hold endpoints to repair | 0 | 0 |
==> routing by layer <==
layer | vias up | share of wire (%) | global-route usage (%)
met5 | - | 0 | 0
met4 | 0 | 0.37 | 2.619
met2 | 80 | 47 | 30.89
met3 | 2 | 10 | 11.95
met1 | 926 | 43 | 31.88
li1 | 893 | - | -
==> kinds of logic after synthesis <==
kind of cell,Yosys count
AOI/OAI and AO/OA,35
adders and majority gates,15
muxes,8
buffers and inverters,19
xor gates and xnor gates,5
and+or+nand+nor,46
DFF,82
==> cells in the mapped netlist, drive strengths merged <==
master  count  area share (%)
nor2       10             1.1
a22oi       1            0.22
and3        5            0.94
a32oi       2            0.52
or4b        1            0.41
nor3        1            0.15
a221oi      1            0.26
a222oi      8             2.4
and2        5            0.94
o41ai       1            0.49
dfrtp      10             7.5
nor4        2            0.37
mux2i       2            0.60
nand2      16             1.8
nand3       2            0.30
buf         1            0.11
nor2b       2            0.37
fa          1            0.60
a21o        1            0.22
nand2b      2            0.37
mux2        6             2.1
a22o        7             1.8
edfxtp     72              65
inv        11             1.2
a31oi       2            0.37
a41oi       7             1.8
clkbuf      7            0.79
xnor2       4             1.0
a21oi       2            0.30
o21ai       3            0.45
ha         14             5.2
xor2        1            0.26
==> state kept, by name (all words and copies together), names as in the netlist <==
name and flops:
rd_ptr 3, count 4, wr_ptr 3, mem 64, data_out 8
==> where the power goes <==
part	internal (uW)	total [uW]	leakage [uW]	switching (uW)
logic	613	1300	0.000587	686
clock network	442	871	0.000101	429
registers	1690	1840	0.000772	150
total	2740	4010	0.00146	1270
==> final timing paths <==
path                        endpoint  slack [ns]  depth (start not counted)
max in group asynchronous  wr_ptr[2]        1.74                          2
min in group asynchronous   count[1]        0.58                          2
min reg2reg                rd_ptr[0]        0.54                          1
max reg2reg                 count[3]        0.18                          7
min                        rd_ptr[0]        0.54                          1
max                             full        0.17                          3
==> metrics by stage <==
step           hold slack, ns  power (uW)  area (um2)  setup slack, ns
3_3_place_gp           0.5084        3111        3735           0.1790
3_5_place_dp           0.5287        3157        3735          0.02335
2_1_floorplan          0.3602        2640        3338           0.3140
5_1_grt                0.5883        4271        3940          0.06163
4_1_cts                0.5554        4048        3940           0.1539
6_report               0.5437        4008        3940           0.1703
==> layout by cell type, fill, tap and decap left out, types with 8 or more instances in the layout <==
cell type         n
a222oi_1          8
buf_4            16
clkbuf_8          9
clkdlybuf4s50_1  21
dfrtp_1          10
edfxtp_1         72
ha_1             14
inv_1            11
nand2_1          16
nor2_1           10
==> cell type report <==
| cell class | instances | share of cell area [%] |
|---|---|---|
| Sequential cell | 82 | 61.23 |
| Multi-Input combinational cell | 109 | 21.98 |
| Timing Repair Buffer | 37 | 8.384 |
| Clock buffer | 9 | 3.144 |
| Tap cell | 77 | 2.445 |
| Clock inverter | 7 | 1.778 |
| Inverter | 11 | 1.048 |
No activity file was given, so power comes from the tool's default toggle rates.
